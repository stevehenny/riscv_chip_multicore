==> design.v <==
`timescale 1ns / 1ps
localparam RTYPEOP = 7'b0110011;
localparam ITYPEOP = 7'b0010011;
localparam ADDFUNCT3 = 3'b000;
localparam ADDFUNCT7 = 7'b0000000;
localparam SUBFUNCT3 = 3'b000;
localparam SUBFUNCT7 = 7'b0100000;
localparam ANDFUNCT3 = 3'b111;
localparam ANDFUNCT7 = 7'b0000000;
localparam ORFUNCT3 = 3'b110;
localparam ORFUNCT7 = 7'b0000000;
localparam XORFUNCT3 = 3'b100;
localparam XORFUNCT7 = 7'b0000000;
localparam SLLFUNCT3 = 3'b001;
localparam SLLFUNCT7 = 7'b0000000;
localparam SRLFUNCT3 = 3'b101;
localparam SRLFUNCT7 = 7'b0000000;
localparam SRAFUNCT3 = 3'b101;
localparam SRAFUNCT7 = 7'b0100000;
localparam SLTFUNCT3 = 3'b010;
localparam SLTFUNCT7 = 7'b0000000;
localparam SLTUFUNCT3 = 3'b011;
localparam SLTUFUNCT7 = 7'b0000000;
localparam MULFUNCT3 = 3'b000;
localparam MULFUNCT7 = 7'b0000001;
localparam DIVFUNCT3 = 3'b100;
localparam DIVFUNCT7 = 7'b0000001;
localparam REMFUNCT3 = 3'b110;
localparam REMFUNCT7 = 7'b0000001;
module alu #(
    parameter WIDTH = 32
) (
    input wire logic [WIDTH-1:0] op1,
    input wire logic [WIDTH-1:0] op2,
    output logic [WIDTH-1:0] result,
    input wire logic [6:0] opcode,
    input wire logic [2:0] funct3,
    input wire logic [6:0] funct7,
    output logic zero,
    output logic status
);
  localparam SHIFTWIDTH = $clog2(WIDTH);
  always_comb begin
    result = {WIDTH{1'b0}};   
    zero   = 1'b0;
    status = 1'b0;   
    case (opcode)
      RTYPEOP: begin
        case (funct3)
          ADDFUNCT3: begin
            case (funct7)
              ADDFUNCT7: result = op1 + op2;
              SUBFUNCT7: result = op1 - op2;
              MULFUNCT7: result = $signed(op1) * $signed(op2);
              default:   result = {WIDTH{1'b0}};
            endcase
          end
          ANDFUNCT3: result = op1 & op2;
          ORFUNCT3: begin
            case (funct7)
              ORFUNCT7:  result = op1 | op2;
              REMFUNCT7: result = op1 % op2;
              default:   result = {WIDTH{1'b0}};
            endcase
          end
          XORFUNCT3: begin
            case (funct7)
              XORFUNCT7: result = op1 ^ op2;
              DIVFUNCT7: result = op1 / op2;
              default:   result = {WIDTH{1'b0}};
            endcase
          end
          SLLFUNCT3: result = op1 << op2[SHIFTWIDTH-1:0];
          SRLFUNCT3: begin
            case (funct7)
              SRLFUNCT7: result = op1 >> op2[SHIFTWIDTH-1:0];
              SRAFUNCT7: result = $signed(op1) >>> op2[SHIFTWIDTH-1:0];
              default:   result = {WIDTH{1'b0}};
            endcase
          end
          SLTFUNCT3:
          result = ($signed(op1) < $signed(op2)) ? {{WIDTH - 1{1'b0}}, 1'b1} : {WIDTH{1'b0}};
          SLTUFUNCT3: result = (op1 < op2) ? {{WIDTH - 1{1'b0}}, 1'b1} : {WIDTH{1'b0}};
          default: result = {WIDTH{1'b0}};
        endcase
      end
      ITYPEOP: begin
        case (funct3)
          ADDFUNCT3: result = op1 + op2;
          ANDFUNCT3: result = op1 & op2;
          ORFUNCT3: result = op1 | op2;
          XORFUNCT3: result = op1 ^ op2;
          SLLFUNCT3: result = op1 << op2[SHIFTWIDTH-1:0];
          SRLFUNCT3: begin
            case (funct7)
              7'b0000000: result = op1 >> op2[SHIFTWIDTH-1:0];
              7'b0100000: result = $signed(op1) >>> op2[SHIFTWIDTH-1:0];
              default: result = {WIDTH{1'b0}};
            endcase
          end
          SLTFUNCT3:
          result = ($signed(op1) < $signed(op2)) ? {{WIDTH - 1{1'b0}}, 1'b1} : {WIDTH{1'b0}};
          SLTUFUNCT3: result = (op1 < op2) ? {{WIDTH - 1{1'b0}}, 1'b1} : {WIDTH{1'b0}};
          default: result = {WIDTH{1'b0}};
        endcase
      end
      default: result = {WIDTH{1'b0}};
    endcase
    zero = (result == {WIDTH{1'b0}});
  end
endmodule
==> run.sh <==
#!/bin/bash
# OpenROAD 26Q1-2900-gdf79404cd8, Yosys 0.63+post, stock flow scripts
make -C /OpenROAD-flow-scripts/flow DESIGN_CONFIG=/design/flow/config.mk WORK_HOME=/design/flow/orfs finish
==> config.mk <==
export PLATFORM = sky130hd
export DESIGN_NAME = alu
export DESIGN_NICKNAME = alu
export VERILOG_FILES = /design/flow/design.v
export SDC_FILE = /design/flow/constraint.sdc
export NUM_CORES = 4
export LEC_CHECK = 1
export CORE_UTILIZATION = 40
==> constraint.sdc <==
current_design alu

set clk_period 411.5
set clk_io_pct 0.2

create_clock -name clk0 -period $clk_period

set non_clock_inputs [all_inputs -no_clocks]
set_input_delay [expr $clk_period * $clk_io_pct] -clock clk0 $non_clock_inputs
set_output_delay [expr $clk_period * $clk_io_pct] -clock clk0 [all_outputs]
==> results.py <==
# Flow results
metrics = {
    "setup_path": {
        "required_ns": 329.20,
        "slowest_delay_ns": 1.28,
        "arrival_ns": 177.69,
        "cp_slowest_cell": "o31ai_1",
        "cp-start-kind": "primary input",
        "crit_top_cell": "ha_1",
        "crit_fanout": 38,
        "critPathKind": "in -> out",
        "cp-end-kind": "output port",
    },
    "logic_synthesis": {
        "yosysSeqAreaShare": 0,
        "yosysChipArea_mm2": 0.05769,
        "yosysUniqueCellTypes": 98,
        "ys_warn_count": 1,
        "syn_inst": 8298,
        "synthesis.area_mm2": 0.05769,
        "yosys_cells": 8298,
        "syn_avg_cell_area_um2": 6.953,
    },
    "final_timing": {
        "finalHoldViolations": 0,
        "finalSetupViolations": 0,
        "worstMarginPinSlew_ns": 1.517,
        "grt_setup_unrepaired": "no",
        "fin_setup_tns_ns": 0,
        "slew_headroom": -0.01445,
        "finalCriticalPeriod_ns": 259.99,
        "slew_violations": 2,
        "timing.final.crit_share": 0.6318,
        "max_freq_mhz": 3.846,
    },
    "status": {
        "status": "complete, but fails checks",
        "violations": "max-capacitance violations, max-slew violations",
    },
    "finish": {
        "most-common-layout-cells": "nand2_1, nor2_1, ha_1, inv_1, a21oi_1",
        "flop_area_um2": 0,
        "syn_to_final_growth_pct": 7.764,
        "final_area_mm2": 0.06217,
        "flops": 0,
        "layout-drive-gt1-share": 0.07003,
        "lay_top_count": "nand2_1",
        "clock_buffers": 0,
    },
    "detailed_routing": {
        "drt_pass1_iterations": 6,
        "via_count": 67640,
        "wire_per_inst_um": 33.72,
        "drtIter0Drc": 7559,
        "drc": 0,
        "final_antenna_net_count": 0,
        "wl_um": 345000,
        "via_per_inst": 6.610,
    },
    "clocking": {
        "ctsResizeCount": 0,
        "postCtsHoldBufs": 0,
        "post_cts_buffers": 0,
    },
    "floorplan": {
        "rows": 138,
        "chip_area_mm2": 0.1458,
        "coreArea_mm2": 0.1423,
        "die_y_um": 381.8,
        "die_x_um": 381.8,
        "fp-utilization": 0.4055,
        "io_pins": 115,
    },
    "global_route": {
        "grt_usage": 0.4767,
        "grt_max_degree": 68,
        "grt_remaining_overflow": 0,
        "antenna_found_initial": 38,
        "grt_pass1_vias": 64100,
        "grt_pass1_wl_um": 483000,
    },
    "pwr": {
        "leakage_nw": 28.67,
        "p_int_mw": 0.1651,
        "p_switching_mw": 0.3510,
        "p_sw_frac": 0.6801,
        "p_per_area_mw_per_mm2": 8.300,
        "ir_worst_vdd_mv": 0.04412,
    },
    "run": {
        "warnings": 103,
        "drv_cap": 1,
    },
    "placed_design": {
        "placed_cell_area_mm2": 0.06212,
        "hpwl_um": 274800,
        "io_buffers": 114,
        "gp_congestion": 1.124,
    },
    "hold_path": {
        "hold_class": "in -> out",
    },
}
kinds of logic (layout without fill, tap and decap cells):
group	Yosys count	count (layout)	share of synthesized area
xor gates and xnor gates	516	516	0.07833
and+or+nand+nor	2889	2889	0.2259
other	1	18	0.00006500
AOI/OAI and AO/OA	2397	2397	0.2739
adders and majority gates	1190	1190	0.3116
buffers and inverters	1135	1162	0.07421
muxes	170	170	0.03602
worst max-delay path, delay by kind of cell:
family / cells / cell delay [ns]
fa+ha+maj: 31 / 10.40
buf+inv: 25 / 6.99
mux: 6 / 2.22
compound gates: 139 / 50.29
simple gates: 84 / 25.17
path summary, 6_finish.rpt:
check                   start         to  depth (start not counted)
worst max-delay path  op2[27]       zero                        285
worst min-delay path   op1[1]  result[1]                          6
synth_stat cells (51+ instances only):
| cell type | number | area (um^2) |
|---|---|---|
| nand4_1 | 87 | 544.3 |
| a211oi_1 | 88 | 660.6 |
| a21oi_1 | 642 | 3213 |
| mux2i_1 | 85 | 850.8 |
| o21a_1 | 126 | 945.9 |
| nor2_1 | 840 | 3153 |
| mux2_2 | 61 | 686.9 |
| and3_1 | 53 | 331.6 |
| or2_2 | 61 | 381.6 |
| nor3_1 | 200 | 1001 |
| o211ai_1 | 100 | 750.7 |
| a31oi_1 | 99 | 619.3 |
| and2_1 | 51 | 319.1 |
| xnor2_1 | 335 | 2934 |
| or3_1 | 80 | 500.5 |
| fa_1 | 411 | 8228 |
| inv_1 | 719 | 2699 |
| nand2_1 | 1066 | 4001 |
| buf_1 | 67 | 251.5 |
| o21bai_1 | 63 | 473.0 |
| xor2_1 | 181 | 1585 |
| nand3_1 | 181 | 905.9 |
| ha_1 | 779 | 9747 |
| o31ai_1 | 64 | 480.5 |
| a21o_1 | 172 | 1291 |
| nand2b_1 | 69 | 431.7 |
| o21ai_0 | 486 | 2432 |
| nor4_1 | 60 | 375.4 |
| clkbuf_1 | 320 | 1201 |
metrics by stage:
| step | utilization | cells | hold slack [ns] | total power, mW | worst slack, ns |
|---|---|---|---|---|---|
| finish | 0.4370 | 10230 | 165.87 | 0.5161 | 151.51 |
| detailed placement | 0.4366 | 10210 | 165.85 | 0.4877 | 155.25 |
| CTS | 0.4366 | 10210 | 165.85 | 0.4911 | 154.88 |
| global placement | 0.4365 | 10210 | 165.83 | 0.4875 | 154.54 |
| floorplan | - | 8298 | 164.80 | 0.2868 | 174.63 |
| global route | 0.4367 | 10220 | 165.91 | 0.5402 | 148.09 |
cell type report:
| type | count | area, um^2 |
|---|---|---|
| Antenna cell | 17 | 42.54 |
| Fill cell | 14700 | 80100 |
| Inverter | 733 | 2759 |
| Multi-Input combinational cell | 7163 | 53530 |
| Tap cell | 1890 | 2365 |
| Timing Repair Buffer | 429 | 3475 |
per-layer routing:
metal  routed length [um]  vias up  GRT usage  share of wire
met1               137000    32400     0.6382           0.40
met3                47600     1070     0.1971           0.14
met5                  521        -    0.01058         0.0015
li1                     -    29630          -              -
met2               134800     4474     0.6466           0.39
met4                25110       62     0.2663          0.073
Power is estimated from default activity; no workload was simulated.
