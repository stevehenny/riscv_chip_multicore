## design/flow/constraint.sdc

```tcl
current_design regfile

set clk_period 10.0
set clk_io_pct 0.2

create_clock -name clk0 -period $clk_period [get_ports {clk}]

set non_clock_inputs [all_inputs -no_clocks]
set_input_delay [expr $clk_period * $clk_io_pct] -clock clk0 $non_clock_inputs
set_output_delay [expr $clk_period * $clk_io_pct] -clock clk0 [all_outputs]
```

## design/flow/design.v

```verilog
module regfile (
    input wire logic clk,
    input wire logic write,
    input wire logic [4:0] readReg1,
    input wire logic [4:0] readReg2,
    input wire logic [4:0] writeReg,
    input wire logic [31:0] writeData,
    output logic [31:0] readData1,
    output logic [31:0] readData2
);
  logic [31:0] register[31:0];
  integer i;
  initial begin
    for (i = 0; i < 32; i++) begin
      register[i] = 0;
    end
  end
  always_comb begin
    readData1 = register[readReg1];
    readData2 = register[readReg2];
  end
  always_ff @(posedge clk) begin
    if (write && writeReg != 0) begin
      register[writeReg] <= writeData;
    end
  end
endmodule
```

## design/flow/config.mk

```make
export PLATFORM = sky130hd
export DESIGN_NAME = regfile
export DESIGN_NICKNAME = regfile
export VERILOG_FILES = /design/flow/design.v
export SDC_FILE = /design/flow/constraint.sdc
export NUM_CORES = 4
export LEC_CHECK = 1
export CORE_UTILIZATION = 50
```

## design/flow/run.sh

```bash
#!/bin/bash
# OpenROAD 26Q1-2900-gdf79404cd8, Yosys 0.63+post, stock flow scripts
make -C /OpenROAD-flow-scripts/flow DESIGN_CONFIG=/design/flow/config.mk WORK_HOME=/design/flow/orfs finish
```

==> design notes <==
The run finished with clean final reports. The count of buffers from port buffering came out at 112. The total wire length after detailed routing came out at 152 mm. Share of the core filled with cells: 0.566. The area fraction in mux cells is 0.210, and the maximum clock insertion buffer count is 3. The run gives 3 as the total number of H-tree levels. The DRC violation total left in the routed layout is recorded as 0.

The run gives 81.1 mm as the placed wire-length estimate after detailed placement. Yosys attributes the largest share of cell area to edfxtp_1 (63%), mux2i_1 (21%), a22oi_1 (3.0%). The post-synthesis to final-layout area growth was 12.3%. Yosys mapped a number of flops with a built-in enable equal to 1,024. The proportion of power drawn by flip-flops and latches was 0.501.

The height of the die came out at 314 um. Setup repair after global routing left no endpoint under its margin. TritonRoute output was used to compute an average wire per cell of 31.4 um. After floorplanning, the core was sized to cover 96,700 um2. The tools report the number of antenna violations at the first check in global routing as 2. STA on the placed design reports a worst setup slack of 2.69 ns.

The worst setup path is launched from a primary input. The post-synthesis sequential area ratio is 0.631. The logs give 0.504 for the starting density of the core and 0 for the number of setup buffers added after CTS.

The fraction of synthesized cell area in xor and xnor cells is 0. The compound-gate portion of the synthesized area was 0.0805. The ratio of cells with drive above 1 in the final layout is 0.0838, and the net switching component of the power is 0.00220 W. The worst path meets setup with 2.57 ns of slack.

After clock tree synthesis, the flow added hold-fix buffers numbering 0. The largest registers in the layout are register x1024. With the clock slew seen by the registers of the worst setup and hold paths at 0.06 ns, the routed via count is 31,241. At the worst endpoint, the required time is 8.00 ns.

For the clock power share, the log shows 0.407. The cell count listed in synth_stat.txt was 3,386. The final report lists the setup-violating endpoint count as 0. For the count of distinct cell types in the synthesized netlist, the log shows 24. The tools report the maximum VDD drop as 0.143 mV.

Per the synth stats, the flop cell with the highest instance count is edfxtp_1. The leakage power figure was 20.2 nW. The worst max-slew margin expressed relative to the limit is 0.307, and the number of detailed-route iterations in the first pass is 6. The first global-routing pass estimated 219 mm of wire. The dominant combinational cell family by area after synthesis is multiplexers. The logs give 32,880 for the number of global-route vias before repair and 2,262 for the initial DRC count.

A synthesized cell averages 14.4 um2. CTS buffer count: 108. In this run the horizontal extent of the chip is 314 um. With the worst slack on hold paths at 2.14 ns, the yosys-reported design area after synthesis is 48,800 um2. Looking at the critical path, the highest net fanout was 43. The power per unit of standard cell area came out at 176 nW/um2.

With the count of yosys warnings during synthesis at 1, the count of pins on the block boundary is 113. For the pin with the worst max-slew slack, the measured transition is 1.04 ns. The class of the tightest hold or removal check is primary input to flip-flop. TritonCTS built the clock tree.

In this run the tools logged warnings totalling 26. The number of clock sinks came to 1,024. The share of synthesized cell area in and, or, nand and nor gates is 0.0471. The run gives 0 for the total grt overflow. The floorplan has 114 rows. With the timing-limited maximum frequency at 135 MHz, the maximum number of pins on one net before global-route repair is 98. The overall track demand over capacity in global routing was 0.341; the count of final max-slew check failures was 0.

The tools report the count of maximum capacitance violations as 0. Element type at the critical path end: an output port. Counting I/O delays and the setup requirement, the final critical path takes 7.43 ns.

register holds more flip-flops than any other register. For the worst setup path, the data arrival time is 5.43 ns. With the via count normalized by instance count at 6.44, the final total negative setup slack is 0 ns. The die covers 98,800 um2. Once the clock tree was built, the resizer swapped 0 gates to a different size. With the antenna diode count at 0, the combinational power share is 0.093.

By count the netlist is led by edfxtp_1 (1,024), mux2i_1 (1,024), nand2_1 (195). The share of flip-flops with an asynchronous set or reset after synthesis was 0; the share of the clock period used by the worst path was 0.743. The global placer's final weighted congestion is 0.881, and the number of flip-flops under the largest register name is 1,024. The final antenna-violating net count is 0, and the number of flip-flops and latches in the synthesized netlist is 1,024. The run gives 0 as the count of final hold-check violations. The kind of critical path is primary input to output port. The cell sitting at the root of the clock tree is a clkbuf_16.

The top-area cell type share of the netlist area works out to 0.631. The fraction of the mapped netlist area in adder cells is 0, and the switching power as a share of total power is 0.228. Synthesis produced a netlist whose cell count is 3,386. The synthesized netlist occupies a cell area of 48,800 um2.

Looking at area per cell type in the netlist, the leader is edfxtp_1. The internal power summed over all cells came out at 0.00742 W.
[power groups by stage]
stage	registers (W)	logic, W	clock network [W]
4_1_cts	0.00481	0.000881	0.00395
5_1_grt	0.00482	0.000947	0.00412
6_report	0.00481	0.000892	0.00391
[per-stage QoR]
| stage | std cells | cell area, um2 | total power (W) |
|---|---|---|---|
| 2_1_floorplan | 3417 | 48900 | 0.00540 |
| 3_3_place_gp | 4661 | 51300 | 0.00577 |
| 3_5_place_dp | 4661 | 51300 | 0.00578 |
| 4_1_cts | 4854 | 54800 | 0.00965 |
| 5_1_grt | 4854 | 54800 | 0.00988 |
| 6_report | 4854 | 54800 | 0.00961 |
[cells by family (layout without fill, tap and decap cells)]
kind of cell,Yosys count,in the layout
AOI/OAI and AO/OA,576,576
other,1,32
and+or+nand+nor,508,508
muxes,1024,1024
DFF,1024,1024
buffers and inverters,253,414
[layout by cell type, fill, tap and decap left out, drive strengths merged, types with 10 or more instances in the layout]
cell type | netlist | layout
a21oi | 192 | 192
a22o | 128 | 128
a22oi | 192 | 192
a31oi | 64 | 64
buf | 167 | 111
bufinv | 0 | 10
clkbuf | 86 | 139
clkdlybuf4s50 | 0 | 110
clkinv | 0 | 42
conb | 1 | 32
edfxtp | 1024 | 1024
mux2i | 1024 | 1024
nand2 | 195 | 195
nand3 | 194 | 194
nor2 | 34 | 34
nor3 | 64 | 64
[metal layers]
layer  vias up  GRT usage  share of wire
li1      13594          -              -
met1     15226      0.452           0.35
met2      2075      0.462           0.43
met3       338      0.259           0.18
met4         8     0.0899          0.034
met5         -     0.0116        0.00094
[final cells by class]
cell class / instances / area (um2)
fillers: 7337 / 41900
repair buffers: 221 / 2110
clock inverters: 54 / 494
flip-flops and latches: 1024 / 30700
clock buffers: 139 / 2930
well taps: 1276 / 1600
multi-input cells: 2140 / 16900
[worst max-delay path, stage by stage]
cell             delay [ns]
clkdlybuf4s50_1        0.61
and2_4                 0.56
buf_4                  0.67
a22o_1                 0.26
nor3_1                 0.05
a31oi_1                0.26
nand3_1                0.25
clkdlybuf4s50_1        0.60
[final timing paths]
| kind | start | to | slack [ns] | cells past startpoint |
|---|---|---|---|---|
| max | readReg1[0] | readData1[13] | 2.57 | 8 |
| min | writeData[15] | register[19][15] | 2.14 | 2 |
Power is estimated from default activity; no workload was simulated.
